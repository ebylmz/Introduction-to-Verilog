[design/flow/run.sh]
#!/bin/bash
# OpenROAD 26Q1-2900-gdf79404cd8, Yosys 0.63+post, stock flow scripts
make -C /OpenROAD-flow-scripts/flow DESIGN_CONFIG=/design/flow/config.mk WORK_HOME=/design/flow/orfs finish
[design/flow/config.mk]
export PLATFORM = sky130hd
export DESIGN_NAME = adder
export DESIGN_NICKNAME = adder
export VERILOG_FILES = /design/flow/design.v
export SDC_FILE = /design/flow/constraint.sdc
export NUM_CORES = 4
export LEC_CHECK = 1
export CORE_AREA = 10 10 70 70
export DIE_AREA = 0 0 80 80
[design/flow/constraint.sdc]
current_design adder

set clk_period 3.8
set clk_io_pct 0.2

create_clock -name clk0 -period $clk_period

set non_clock_inputs [all_inputs -no_clocks]
set_input_delay [expr $clk_period * $clk_io_pct] -clock clk0 $non_clock_inputs
set_output_delay [expr $clk_period * $clk_io_pct] -clock clk0 [all_outputs]
[design/flow/design.v]
module adder(input [4:0] A, input [4:0] B, input Cin, output [4:0] Sum, output Cout);
	wire [3:0] c;  
	fullAdder FA0(.A(A[0]), .B(B[0]), .Cin(Cin), .Sum(Sum[0]), .Cout(c[0]));
	fullAdder FA1(.A(A[1]), .B(B[1]), .Cin(c[0]), .Sum(Sum[1]), .Cout(c[1]));
	fullAdder FA2(.A(A[2]), .B(B[2]), .Cin(c[1]), .Sum(Sum[2]), .Cout(c[2]));
	fullAdder FA3(.A(A[3]), .B(B[3]), .Cin(c[2]), .Sum(Sum[3]), .Cout(c[3]));
	fullAdder FA4(.A(A[4]), .B(B[4]), .Cin(c[3]), .Sum(Sum[4]), .Cout(Cout));
endmodule
module fullAdder(input A, B, Cin, output Sum, Cout);
	wire sumFirst;
	wire[2:0] c;
	halfAdder HA0(.A(A), .B(B), .Sum(sumFirst), .Carry(c[0]));
	halfAdder HA1(.A(sumFirst), .B(Cin), .Sum(Sum), .Carry(c[1]));
	or or1(Cout, c[0], c[1]);
endmodule 
module halfAdder(input A, B, output Sum, Carry);
	xor g1(Sum, A, B);
	and g2(Carry, A, B);
endmodule 
==> notes.md <==
run metrics: post-detailed-routing wire length=559 um, total iterations of the first detailed-routing run=1, post-layout period usage=97.01%, Post-Layout Cell Count=roughly 80, Max Cap Viol=0, die width=80 um, Port Buf Inserts=17, area fraction in compound gates=0%, Ports=17, fraction of layout instances using a drive strength above 1=between 30 and 40%, final hold slack=2.326 ns, CP startpoint kind=primary input, Switch Pwr=15.09 uW, Peak Freq=0.2713 GHz, area delta synth->final=111.4%, cell taking the most area after synthesis=fa_1, final setup vio count=0, # Cells Yosys=20, Final Hold Fails=0, critical path peak fanout=1, LEAKAGE=0.1525 nW, final core occ=between 10% and 20%, Routability Congestion=slightly above 0.8, Placed Cells=78, Core Density at Floorplan=5.128%, chip area=6400 um2, FA/HA/MAJ Cells, Area Fraction=between 50% and 60%, final sequential cell count=0, CTS Hold Bufs=0, Synth area leaders=fa_1 (57%), buf_4 (21%), inv_1 (21%), setup repair after global routing missed its margin=no, Synth warnings=0, post-route DRC violation count=0, FP Rows=21, Clock Buffer Count=0, Hold Crit Class=in -> out, DR WL/cell=7.167 um, number of vias per cell=approximately 1.9, sequential fraction of design power=0%, initial antenna violation count=0, Worst-Margin Slew=0.09826 ns, OpenROAD warning count=32, Pint=29.70 uW, Synth Seq Share=0%, sw frac=between 30 and 40%, via count=145, critical path class=in -> out, total design power=between 40 and 50 uW, Worst VDD drop=between 30 and 40 uV, Inserted Diodes=0, post-synth area from yosys stat=175.2 um2, initial drt markers=0, Distinct cells, synth=3, Core Footprint=3416 um2, largest family of logic cells by area=adder cells, Worst EP required=slightly above 3 ns, Cell Area, Synth=approximately 180 um2, vias in the first global route=approximately 160, Worst setup EP type=output pin, PwrDens=between 100 and 150 nW/um2, die height=80 um, Reg area=0 um2, Synth Instances=20, global-route wire length before repair=828 um, grt ovf=0, mux share=0%, crit path DAT=a little under 3 ns, yosys simple share=0%, Clk pwr share=0%, Gate power share=100.0%, total track usage=1.668%, XOR/XNOR Area Share=0%, Slew HR=93.43%, ANT nets after route=0, largest net degree at the start of global routing=2, Synth top area share=57.14%, status=finished clean, fin. max-slew vios=0, Tmin final=3.686 ns, post-synthesis area per instance=8.758 um2, DP HPWL=roughly 560 um
-- layer usage --
metal	GRT usage [%]	share of wire, %	up-vias
met4	0	0	0
li1	-	-	69
met3	0.5682	16	0
met2	2.167	31	15
met1	2.663	53	61
met5	0	0	-
-- power by group through the flow --
stage	Clock [mW]	Combinational (mW)	Sequential, mW
CTS	0	0.0461	0
finish	0	0.0448	0
global route	0	0.0521	0
-- path summary, 6_finish.rpt --
check	start	slack, ns	endpoint	depth (start not counted)
hold / removal	B[4]	2.33	Sum[4]	5
setup / recovery	A[1]	0.11	Sum[4]	8
-- what timing repair did --
item / CTS / global route
setup endpoints to repair: 3 / 1
pin swaps: 5 / 5
buffers inserted: 0 / 0
gates resized: 20 / 1
hold endpoints to repair: 0 / 0
-- critical path: stages --
cell             delay, ns
clkdlybuf4s50_1       0.43
fa_2                  0.41
fa_2                  0.35
fa_2                  0.34
inv_2                 0.06
fa_2                  0.41
inv_1                 0.05
buf_2                 0.11
-- cells by family after synthesis --
kind of cell	Yosys count
buffers and inverters	15
adder cells (fa/ha/maj)	5
-- per-stage QoR --
| stage | setup slack, ns | instance area [um2] | setup TNS (ns) |
|---|---|---|---|
| 3_3_place_gp | -0.6174 | 365.4 | -1.086 |
| 2_1_floorplan | 0.3234 | 175.2 | 0 |
| 6_report | 0.1137 | 370.4 | 0 |
| 4_1_cts | 0.0008860 | 369.1 | 0 |
| 3_5_place_dp | -0.6362 | 365.4 | -1.120 |
| 5_1_grt | 0.03137 | 370.4 | 0 |
-- layout make-up --
class	instances	area (um2)
fill	407	3045
timing repair buffer	17	162.7
multi-input combinational	5	112.6
tap	46	57.56
inverter	10	37.54
-- synthesized netlist by cell type (all sizes together) --
library cell	count
fa	5
buf	5
inv	10
-- cell usage in the layout (no fill, tap or decap) --
cell type | Yosys | routed
buf_2 | 0 | 1
dlygate4sd2_1 | 0 | 2
inv_2 | 0 | 4
inv_1 | 10 | 6
fa_2 | 0 | 5
clkdlybuf4s50_1 | 0 | 11
clkdlybuf4s15_1 | 0 | 3
Power figures rest on the tool's default switching activity, not on a simulated workload.
