--- flow/run.sh ---
#!/bin/bash
# OpenROAD 26Q1-2900-gdf79404cd8, Yosys 0.63+post, stock flow scripts
make -C /OpenROAD-flow-scripts/flow DESIGN_CONFIG=/design/flow/config.mk WORK_HOME=/design/flow/orfs finish
--- flow/config.mk ---
export PLATFORM = sky130hd
export DESIGN_NAME = comparator
export DESIGN_NICKNAME = comparator
export VERILOG_FILES = /design/flow/design.v
export SDC_FILE = /design/flow/constraint.sdc
export NUM_CORES = 4
export LEC_CHECK = 1
export CORE_AREA = 10 10 70 70
export DIE_AREA = 0 0 80 80
--- flow/design.v ---
module comparator(input [3:0] A, B, output equals, larger, smaller);
	wire[3:0] eq; 
	assign eq[3] = A[3] ~^ B[3];
	assign eq[2] = A[2] ~^ B[2];
	assign eq[1] = A[1] ~^ B[1];
	assign eq[0] = A[0] ~^ B[0];
	assign equals = &eq;
	wire[3:0] comp;
	assign comp[3] = A[3] & ~B[3];
	assign comp[2] = eq[3] & A[2] & ~B[2];
	assign comp[1] = eq[3] & eq[2] & A[1] & ~B[1];
	assign comp[0] = eq[3] & eq[2] & eq[1] & A[0] & ~B[0];
	assign larger = |comp;
	assign smaller = ~(larger | equals);
endmodule
--- flow/constraint.sdc ---
current_design comparator

set clk_period 2.0
set clk_io_pct 0.2

create_clock -name clk0 -period $clk_period

set non_clock_inputs [all_inputs -no_clocks]
set_input_delay [expr $clk_period * $clk_io_pct] -clock clk0 $non_clock_inputs
set_output_delay [expr $clk_period * $clk_io_pct] -clock clk0 [all_outputs]
==> impl_metrics.tcl <==
# place-and-route summary
set metrics [dict create \
    status "complete, no violations" \
    setup_ws_ns 0.167 \
    initialDrtViolationCount 1 \
    synth.area.top_cells "ha_1 (13%), nand2b_1 (13%), nor3b_2 (13%), inv_1 (11%), xnor2_1 (8.8%)" \
    pwr-share-comb_pct 100.0 \
    die_x_microns 80 \
    path_delay_family "buffers and inverters" \
    p_switching_uw 22.8 \
    portBuffers 11 \
    crit_path_cell_trace "clkdlybuf4s50_1, a21boi_1, nor3b_2, dlygate4sd2_1" \
    yosys.cell_types.count 12 \
    drt_first_pass_iters 2 \
    grt_usage_pct 1.43 \
    tns_ns 0 \
    holdPathStages 5 \
    gp_congestion 0.687 \
    seq_cells 0 \
    routed_via_density 1.88 \
    yosysWarnings 0 \
    netlist_instances 15 \
    grt_start_max_net_pins 4 \
    rsz0062_at_grt "false" \
    design_area_sq_um 323 \
    tool_warnings 32 \
    p_clk_share_pct 0 \
    clock_buffers 0 \
    hold_violations 0 \
    hold_class "input port to primary output" \
    drv_slew 0 \
    drv_cap 0 \
    cp_num_buf_inv 2 \
    lay_top_cells "dlygate4sd2_1 (10), inv_2 (2), nand2b_4 (2), nor3b_2 (2)" \
    antenna_left 0 \
    p_leak_nw 0.126 \
    crit_type "input port to primary output" \
    whs_ns 1.45 \
    critPathSlowestCell "clkdlybuf4s50_1" \
    rows 21 \
    ys_seq_share_pct 0 \
    worst_pin_slew_ns 0.184 \
    min_period_ns 1.83 \
    grt_overflow 0 \
    fmax_mhz 546 \
    powerDensity_nw_per_um2 178 \
    top_cell_area_share_pct 12.5 \
    top_area_cell "ha_1" \
    n_antenna_cell 0 \
    sw_frac_of_total_pct 39.7 \
    regArea_sq_um 0 \
    finalSetupViolCount 0 \
    worstPathRequired_ns 1.60 \
    utilization_pct 9.45 \
    io_pins 11 \
    synth_area_sq_um 100 \
    dp_hpwl_microns 426 \
    antenna_found_initial 0 \
    grt_pass1_vias 152 \
    p_seq_share_pct 0 \
    yosysChipArea_sq_um 100 \
    end_kind "primary output" \
    cpPeakStageDelay_ns 0.46 \
    crit_fanout 3 \
    placed_area_sq_um 268 \
    hold_path_startpoint "B[0]" \
    grt_first_pass_wirelength_microns 731 \
    arrival_ns 1.43 \
    internal_power_uw 34.7 \
    min_to "equals" \
    startpoint_type "input port" \
    die_area_sq_um 6400 \
    period_used_pct 91.6 \
    syn_avg_cell_area_sq_um 6.67 \
    peakVddDrop_mv 0.0266 \
    preCtsSetupSlack_ns -0.391 \
    areaGrowthSynthToFinish_pct 223 \
    via_count 135 \
    core_sq_um 3420 \
    layout-drive-gt1-share_pct 38.5 \
    startpoint "A[0]" \
    lay_top_count "dlygate4sd2_1" \
    fp_util_pct 2.93 \
    ys_cells 15 \
    relSlewSlack_pct 87.6 \
    drc 0 \
    wl_microns 471 \
    wl_per_cell_microns 6.54 \
    die_h_microns 80 \
]
[routing by layer]
metal	up-vias	global-route usage, %	wire, microns
li1	73	-	-
met1	57	1.25	146
met2	5	3.13	267
met3	0	0.455	57
met4	0	0	0
met5	-	0	0
[how the worst max path moves through the flow]
stage,endpoint,slack (ns),cells past startpoint
CTS,smaller,0.17,5
global route,equals,0.07,4
finish,equals,0.17,4
[tightest hold or removal path: cells and delay by family]
kind | cells | cell delay [ns]
simple gates | 2 | 0.17
buf+inv | 3 | 0.49
[layout make-up]
| type | instances | area, sq um |
|---|---|---|
| Timing Repair Buffer | 11 | 97.6 |
| Fill cell | 408 | 3090 |
| Inverter | 3 | 11.3 |
| Tap cell | 46 | 57.6 |
| Multi-Input combinational cell | 12 | 156 |
[synth_stat cells]
| cell | instances |
|---|---|
| nand2b_1 | 2 |
| o21a_1 | 1 |
| nor3b_1 | 1 |
| o21ai_1 | 1 |
| nor2_1 | 1 |
| a31oi_1 | 1 |
| nand3_1 | 1 |
| xnor2_1 | 1 |
| nor3b_2 | 1 |
| ha_1 | 1 |
| a21boi_1 | 1 |
| inv_1 | 3 |
[repair_timing]
item | in CTS | in global routing
setup buffers | 0 | 0
setup endpoints to repair | 3 | 0
resized | 21 | 0
hold buffers | 0 | 0
[power groups by stage]
stage                 registers, mW  clock network (mW)  logic [mW]
after global routing              0                   0      0.0633
after CTS                         0                   0      0.0582
final                             0                   0      0.0575
[metrics by stage]
stage / instances / power, mW
floorplan: 15 / 0.0159
global placement: 72 / 0.0464
detailed placement: 72 / 0.0472
CTS: 72 / 0.0582
global route: 72 / 0.0633
finish: 72 / 0.0575
[logic make-up after synthesis]
family                     Yosys count  share of synthesized area (%)
xor gates and xnor gates             1                           8.75
adders and majority gates            1                           12.5
buffers and inverters                3                           11.2
and+or+nand+nor                      6                           41.2
AOI/OAI and AO/OA                    4                           26.3
No activity file was given, so power comes from the tool's default toggle rates.
